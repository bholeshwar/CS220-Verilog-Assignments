==> /design/flow/config.mk <==
export PLATFORM = sky130hd
export DESIGN_NAME = inst_memory
export DESIGN_NICKNAME = inst_memory
export VERILOG_FILES = /design/flow/design.v
export SDC_FILE = /design/flow/constraint.sdc
export NUM_CORES = 4
export LEC_CHECK = 1
export CORE_UTILIZATION = 40
==> /design/flow/constraint.sdc <==
current_design inst_memory

set clk_period 6.4
set clk_io_pct 0.2

create_clock -name clk0 -period $clk_period [get_ports {clk}]

set non_clock_inputs [all_inputs -no_clocks]
set_input_delay [expr $clk_period * $clk_io_pct] -clock clk0 $non_clock_inputs
set_output_delay [expr $clk_period * $clk_io_pct] -clock clk0 [all_outputs]
==> /design/flow/design.v <==
`timescale 1ns / 1ps
module inst_memory(clk, led);
input clk;
output [7:0]led;
reg [7:0]led;
reg [31:0]inst_memory [0:13];
reg [7:0]data_memory [0:10];
reg [3:0]state = 4'b0;
reg [7:0]regfile [0:31];
reg [5:0]opcode;
reg [5:0]func;
reg [4:0]sr;
reg [4:0]st;
reg [4:0]sd;
reg [7:0]sr_val;
reg [7:0]st_val;
reg [7:0]sd_val;
reg [15:0]immediate;
reg [25:0]jump_val;
reg [31:0]curr_inst;
reg [7:0]PC = 8'd12;
initial begin
	inst_memory[0] = {6'h9, 5'h0, 5'h2, 16'h0};
	inst_memory[1] = {6'h9, 5'h0, 5'h3, 16'h0};
	inst_memory[2] = {6'h0, 5'h3, 5'h1, 5'h4, 5'h0, 6'h2a};
	inst_memory[3] = {6'h4, 5'h0, 5'h4, 16'h8};
	inst_memory[4] = {6'h9, 5'h0, 5'h5, 16'ha};
	inst_memory[5] = {6'h4, 5'h5, 5'h3, 5'h3, 16'h6};
	inst_memory[6] = {6'h23, 5'h3, 5'h6, 16'h0};
	inst_memory[7] = {6'h0, 5'h2, 5'h6, 5'h2, 5'h0, 6'h21};
	inst_memory[8] = {6'h9, 5'h3, 5'h3, 16'h1};
	inst_memory[9] = {6'h0, 5'h3, 5'h1, 5'h4, 5'h0, 6'h2a};
	inst_memory[10] = {6'h5, 5'h0, 5'h4, 16'hfffb};
	inst_memory[11]= {6'h0, 5'h1f, 5'h0, 5'h0, 5'h0, 6'h8};
	inst_memory[12]= {6'h23, 5'h0, 5'h1, 16'ha};
	inst_memory[13]= {6'h3, 26'h0};   
end
initial begin
	data_memory[0] = 8'h1;
	data_memory[1] = 8'h1;
	data_memory[2] = 8'h1;
	data_memory[3] = 8'h1;
	data_memory[4] = 8'h1;
	data_memory[5] = 8'h1;
	data_memory[6] = 8'h1;
	data_memory[7] = 8'h1;
	data_memory[8] = 8'h1;
	data_memory[9] = 8'h1;
	data_memory[10] = 8'ha;  
end
initial begin
	regfile[0] = 0;
	regfile[1] = 0;
	regfile[2] = 0;
	regfile[3] = 0;
	regfile[4] = 0;
	regfile[5] = 0;
	regfile[6] = 0;
	regfile[7] = 0;
	regfile[8] = 0;
	regfile[9] = 0;
	regfile[10] = 0;
	regfile[11] = 0;
	regfile[12] = 0;
	regfile[13] = 0;
	regfile[14] = 0;
	regfile[15] = 0;
	regfile[16] = 0;
	regfile[17] = 0;
	regfile[18] = 0;
	regfile[19] = 0;
	regfile[20] = 0;
	regfile[21] = 0;
	regfile[22] = 0;
	regfile[23] = 0;
	regfile[24] = 0;
	regfile[25] = 0;
	regfile[26] = 0;
	regfile[27] = 0;
	regfile[28] = 0;
	regfile[29] = 0;
	regfile[30] = 0;
	regfile[31] = 0;
end
always @(posedge clk) begin
	if(state == 0) begin
		curr_inst <= inst_memory[PC];
		state <= 1;
	end
	else if(state == 1) begin
		opcode <= curr_inst[31:26];
		if(opcode == 0) begin
			sr <= curr_inst[25:21];
			st <= curr_inst[20:16];
			sd <= curr_inst[15:11];
			func <= curr_inst[5:0];
		end
		else if (opcode == 2 || opcode == 3) begin
			jump_val <= curr_inst[25:0];
		end
		else begin
			sr <= curr_inst[25:21];
			sd <= curr_inst[20:16];
			immediate <= curr_inst[15:0];
		end
		state <= 2;
	end
	else if(state == 2) begin
		if(opcode == 0) begin
			sr_val <= regfile[sr];
			st_val <= regfile[st];
		end
		else if (opcode == 2 || opcode == 3) begin
		end
		else begin
			sr_val <= regfile[sr];
			sd_val <= regfile[sd];
		end
		state <= 3;
	end
	else if(state == 3) begin
		if(opcode == 0) begin
			if(func == 6'h21) begin  
				sd_val <= $unsigned(sr_val) + $unsigned(st_val);
			end
			else if(func == 6'h2a) begin  
				if($signed(sr_val) < $signed(st_val)) sd_val <= 1;
				else sd_val <= 0;
			end
			else if(func == 6'h8) begin  
				PC <= sr_val;
			end
		end
		else if (opcode == 2 || opcode == 3) begin
			regfile[31] <= PC+1;
			PC <= jump_val[7:0];
		end
		else begin
			if(opcode == 6'h9) begin  
				sd_val <= $unsigned(sr_val) + immediate[7:0];
			end
			else if(opcode == 6'h4) begin  
				if(sr_val == sd_val) begin
					PC <= PC + immediate[7:0] - 1;
				end
			end
			else if(opcode == 6'h5) begin  
				if(sr_val != sd_val) begin
					PC <= PC + immediate[7:0] - 1;
				end
			end
			else if(opcode == 6'h23) begin  
				sd_val <= sr_val + immediate[7:0];
			end
		end
		state <= 4;
	end
	else if(state == 4) begin
		if(opcode == 6'h23) begin  
			sd_val <= data_memory[sd_val];
		end
		state <= 5;
	end
	else if(state == 5) begin
		if(sd != 0) begin
			regfile[sd] <= sd_val;
		end
		PC <= PC + 1;
		if(PC < 8'd13) begin
			state <= 0;
		end
		else state <= 6;
	end
	else if(state == 6) begin
		led <= regfile[8'd2];
	end
end
endmodule
==> /design/flow/run.sh <==
#!/bin/bash
# OpenROAD 26Q1-2900-gdf79404cd8, Yosys 0.63+post, stock flow scripts
make -C /OpenROAD-flow-scripts/flow DESIGN_CONFIG=/design/flow/config.mk WORK_HOME=/design/flow/orfs finish
==> Table 3: Implementation characteristics <==
Summary of implementation characteristics

Parameter                              Value

Final timing
  Min Tclk post-route    between 3 and 4 ns
  Worst Tran Pin Value    approximately 0.90 ns
  Setup total negative slack    0 ns
  Worst slew margin relative to its limit    0.401
  Number of pins with negative max-slew slack in the final report    0
  Unrepaired setup endpoints after global routing    false
  Setup clock skew after layout    ~0.018 ns
  Fin crit share    0.495
  # setup viols final    0
  Final Hold Viols    0
  Maximum clock frequency    0.316 GHz
  Post-route worst hold slack    roughly 0.42 ns

Min path
  Worst hold path type    flip-flop to flip-flop

Clocking
  Clock transition at the registers of the reported paths    approximately 0.060 ns
  Clk latency late pin    0.53 ns
  CTS root buffer    sky130_fd_sc_hd__clkbuf_16
  TritonCTS buffer count    25
  Clock tree from TritonCTS    built
  Clock Path Buffers    3
  Cts repair resizes    0
  # Post-CTS Setup Buffers    0
  Clock Sinks    ~230
  H-tree depth    1
  Hold buffer count at cts    0

Detailed routing
  # DRC    0
  Number of iterations in the first detailed-routing pass    8
  Average wire per standard cell    22.3 um
  Vias/cell    between 5 and 6
  Number of vias in the routed layout    between 6000 and 7000
  First-iteration detailed-routing DRC count    between 400 and 500
  Antenna Nets Post-Route    0
  Overall routed net length    26400 um
  Antenna diode instance count    0

Synthesis
  Area fraction in and, or, nand and nor cells    0.0656
  Ys flops    232
  Post-synth top flop    sky130_fd_sc_hd__edfxtp_1
  Yosys cell types    63
  Area fraction in xor and xnor cells    0.0253
  Cell total in the yosys stat output    approximately 760
  Area share of fa/ha/maj cells after synthesis    0.0501
  Fraction of post-synthesis cell area in the top cell type by area    0.577
  Top area cells in the synthesized netlist    sky130_fd_sc_hd__edfxtp_1 58%, sky130_fd_sc_hd__mux4_2 14%, sky130_fd_sc_hd__ha_1 4.5%, sky130_fd_sc_hd__mux2_2 2.4%, sky130_fd_sc_hd__dfxtp_1 2.1%
  Mean cell area of the mapped netlist    about 15 um2
  Dominant kind of combinational cell    multiplexers
  Largest area contributor in the netlist    sky130_fd_sc_hd__edfxtp_1
  Asr flop ratio synth    0
  Chip Area, Yosys    between 0.01 and 0.015 mm2
  AND-OR/OR-AND Cells, Area Fraction    0.0626
  Cell count after synthesis    758
  Portion of the post-synthesis area used by sequential elements    0.598
  Fraction of synthesized area in multiplexers    0.168
  Leading cell type by number of instances after synthesis    sky130_fd_sc_hd__edfxtp_1
  Most common library cells after synthesis    220 x sky130_fd_sc_hd__edfxtp_1, 70 x sky130_fd_sc_hd__mux4_2, 46 x sky130_fd_sc_hd__nor2_1
  Post-synthesis cell area    about 0.011 mm2
  Number of synthesized flops with an enable pin    around 220
  Syn. warnings    1

Finish
  Comb area    0.00431 mm2
  Final Non-Filler Cells    between 1000 and 1500
  Fraction of final layout cells with drive strength greater than 1    0.210
  Area overhead of the layout relative to synthesis    12.7%
  Number of fillers in the final layout    2353
  Register area    roughly 0.0068 mm2

Placed design
  Detailed Place HPWL    about 19000 um
  Number of buffers inserted by port buffering    8
  Final RePlAce weighted congestion    about 0.94
  Number of placed instances with taps included    about 1100

Flow run
  Number of warnings in the stage logs    36
  Count of max-cap constraint violations    0

Global routing
  GRT Residual Overflow    0
  GRT Overall Usage    0.205
  Initial antenna violation count    0
  Maximum number of pins on one net before global-route repair    35
  Global-route wire length before repair    ~41000 um
  Vias in the first global route    between 7000 and 8000

Floorplan
  Rows    a little over 60
  Die outline width    171 um
  Vertical die dimension    ~170 um
  Number of placed I/O pins    9
  Effective utilization at floorplan    0.410
  Die Size    0.0293 mm2
  Area of the core region    0.0279 mm2

Worst setup path
  Crit. End Element    flip-flop
  Startpoint class of the critical path    flip-flop
  Crit path cell chain    clkinv_1, ha_1, inv_1, ha_1, a21o_1, a21oi_1, o21ai_0, a21oi_1, mux2i_1, o211ai_1
  Required @ worst endpoint    roughly 6.7 ns
  Top fanout value on the critical path    20
  Cell with the largest stage delay on the worst path    sky130_fd_sc_hd__edfxtp_1
  Crit-path max cell delay    0.73 ns
  Crit path DAT    between 3 and 4 ns
  Kind of critical path    flip-flop to flip-flop

Pwr
  Peak supply drop    approximately 180 uV
  Leakage    around 4.5 nW
  Power per cell area    about 240 mW/mm2
  Total power of the final layout    ~3 mW

Status
  Outcome    finished, final reports clean
critical path, delay by kind of cell, from the launching register on:
kind                       cells  cell delay [ns]
DFF                            1             0.73
AOI/OAI and AO/OA              5             0.83
muxes                          1             0.20
adders and majority gates      2             0.70
buffers and inverters          2             0.46
routing by layer:
layer / wire length (um) / vias up / track usage / part of all wire
met1: 10100 / 3282 / 0.282 / 0.38
li1: - / 3027 / - / -
met2: 12200 / 349 / 0.300 / 0.46
met3: 3510 / 46 / 0.116 / 0.13
met4: 648 / 0 / 0.0446 / 0.024
met5: 0 / - / 0.0122 / 0
cells by family (layout without fill, tap and decap cells):
kind of cell    after synthesis  in the layout
flops                       232            232
simple gates                151            151
compound gates              109            109
mux                         102            102
buf+inv                      86            129
fa+ha+maj                    44             44
xor+xnor                     33             33
other cells                   1              8
layout by cell type, fill, tap and decap left out, types with 9 or more instances in the layout:
| master | Yosys | layout |
|---|---|---|
| sky130_fd_sc_hd__edfxtp_1 | 220 | 220 |
| sky130_fd_sc_hd__mux4_2 | 70 | 70 |
| sky130_fd_sc_hd__nor2_1 | 46 | 46 |
| sky130_fd_sc_hd__inv_1 | 44 | 44 |
| sky130_fd_sc_hd__ha_1 | 41 | 41 |
| sky130_fd_sc_hd__nand2_1 | 35 | 35 |
| sky130_fd_sc_hd__buf_4 | 1 | 30 |
| sky130_fd_sc_hd__xnor2_1 | 26 | 26 |
| sky130_fd_sc_hd__a21oi_1 | 25 | 25 |
| sky130_fd_sc_hd__clkbuf_16 | 0 | 25 |
| sky130_fd_sc_hd__mux2_2 | 24 | 24 |
| sky130_fd_sc_hd__o21ai_0 | 21 | 21 |
| sky130_fd_sc_hd__nor3_1 | 16 | 15 |
| sky130_fd_sc_hd__dfxtp_1 | 12 | 11 |
| sky130_fd_sc_hd__clkbuf_1 | 28 | 9 |
power breakdown:
part           internal, mW  leakage [nW]  switching (mW)
Clock                 0.829         0.382           0.565
Combinational       0.00137          2.03        0.000836
Sequential             1.64          2.07         0.00127
Total                  2.47          4.48           0.567
path summary, 6_finish.rpt:
| check | from | endpoint | slack (ns) | cells after the start |
|---|---|---|---|---|
| max reg2reg | PC[2] | PC[6] | 3.24 | 10 |
| max | PC[2] | PC[6] | 3.24 | 10 |
| min reg2reg | curr_inst[29] | opcode[3] | 0.42 | 0 |
| min | curr_inst[29] | opcode[3] | 0.42 | 0 |
stage by stage:
stage,utilization,setup WS [ns],area [um2]
6_report,0.462,3.24,12900
5_1_grt,0.462,3.04,12900
4_1_cts,0.462,3.29,12900
3_5_place_dp,0.433,3.30,12100
3_3_place_gp,0.433,3.42,12100
2_1_floorplan,-,3.79,11500
area by class of cell:
cell class,count,share of cell area
tap,378,0.0367
inverter,46,0.0134
clock inverter,9,0.00873
sequential,232,0.531
multi-input combinational,447,0.334
clock buffer,36,0.0532
timing repair buffer,38,0.0237
registers in the layout, indices dropped and copies added, names as in the netlist, 4 cells and up, named ones only:
signal	cells
PC	8
regfile	128
st_val	8
led	8
sd	4
curr_inst	19
opcode	5
sr_val	8
immediate	6
sd_val	8
jump_val	6
func	6
No activity file was given, so power comes from the tool's default toggle rates.
