--- design.v ---
`timescale 1ns / 1ps
module inst_encoding(clk, sw, led);
  input clk, sw;
  output [7:0]led;
  reg [7:0]led;
  reg [3:0]PC = 0;
  reg [2:0]r = 0;
  reg [2:0]i = 0;
  reg [1:0]j = 0;
  reg [1:0]counter_3 = 0;
  reg [1:0]counter_4 = 0;
  reg [1:0]counter_5 = 0;
  reg [1:0]counter_6 = 0;
  reg [31:0]inst_memory [0:7];
  initial begin
    inst_memory[0] = {6'h8, 5'h0, 5'h4, 16'h3456};
    inst_memory[1] = {6'h8, 5'h0, 5'h5, 16'hffff};
    inst_memory[2] = {6'h0, 5'h5, 5'h4, 5'h6, 5'h0, 6'h20};
    inst_memory[3] = {6'h8, 5'h0, 5'h3, 16'h7};
    inst_memory[4] = {6'h0, 5'h6, 5'h3, 5'h6, 5'h0, 6'h4};
    inst_memory[5] = {6'h0, 5'h3, 5'h0, 5'h3, 5'h1, 6'h2};
    inst_memory[6] = {6'h23, 5'h4, 5'h5, 16'h9abc};
    inst_memory[7] = {6'h2, 26'h123456};
  end
  always @(posedge clk) begin
    if(PC <= 7) begin
      if(inst_memory[PC][31:26] == 0) begin
        r <= r+1;
        if(inst_memory[PC][15:11] == 3) counter_3 <= counter_3 + 1;
        else if(inst_memory[PC][15:11] == 4) counter_4 <= counter_4 + 1;
        else if(inst_memory[PC][15:11] == 5) counter_5 <= counter_5 + 1;
        else if(inst_memory[PC][15:11] == 6) counter_6 <= counter_6 + 1;
      end
      else if(inst_memory[PC][31:26] == 2 || inst_memory[PC][31:26] == 3) begin
        j <= j+1;
      end
      else begin
        i <= i+1;
        if(inst_memory[PC][20:16] == 3) counter_3 <= counter_3 + 1;
        else if(inst_memory[PC][20:16] == 4) counter_4 <= counter_4 + 1;
        else if(inst_memory[PC][20:16] == 5) counter_5 <= counter_5 + 1;
        else if(inst_memory[PC][20:16] == 6) counter_6 <= counter_6 + 1;
      end
      PC <= PC+1;
    end
  end
  always @(sw) begin
    if(PC == 8) begin
      if(sw == 0) begin
        led[2:0] <= r;
        led[5:3] <= i;
        led[7:6] <= j;
      end
      else if(sw == 1) begin
        led[1:0] <= counter_3;
        led[3:2] <= counter_4;
        led[5:4] <= counter_5;
        led[7:6] <= counter_6;
      end
    end
  end
endmodule
--- constraint.sdc ---
current_design inst_encoding

set clk_period 2.7
set clk_io_pct 0.2

create_clock -name clk0 -period $clk_period [get_ports {clk}]

set non_clock_inputs [all_inputs -no_clocks]
set_input_delay [expr $clk_period * $clk_io_pct] -clock clk0 $non_clock_inputs
set_output_delay [expr $clk_period * $clk_io_pct] -clock clk0 [all_outputs]
--- config.mk ---
export PLATFORM = sky130hd
export DESIGN_NAME = inst_encoding
export DESIGN_NICKNAME = inst_encoding
export VERILOG_FILES = /design/flow/design.v
export SDC_FILE = /design/flow/constraint.sdc
export NUM_CORES = 4
export LEC_CHECK = 1
export CORE_AREA = 10 10 112 112
export DIE_AREA = 0 0 122 122
--- run.sh ---
#!/bin/bash
# OpenROAD 26Q1-2900-gdf79404cd8, Yosys 0.63+post, stock flow scripts
make -C /OpenROAD-flow-scripts/flow DESIGN_CONFIG=/design/flow/config.mk WORK_HOME=/design/flow/orfs finish
==> results.json <==
{
  "top_layer": "met3",
  "setup-violations-final": 0,
  "final_cells": 239,
  "io_buffers": 9,
  "drt-initial-drc-count": 14,
  "yosysWarnings": 1,
  "arrival_ns": 2.12,
  "cp_max_fo": 9,
  "untimed_endpoints": 16,
  "r2r-end": "counter_3[0]",
  "cts_tree": "yes",
  "tns_ns": 0,
  "fmax_mhz": 460.5,
  "vias_per_cell": 2.841,
  "root_buffer": "clkbuf_8",
  "route.antenna.diode_count": 0,
  "path_cells": "inv_1 > ha_1 > or4b_1 > a21oi_1 > o2bb2ai_1",
  "grt_max_degree": 14,
  "ios": 10,
  "ff2ff_path_depth": 5,
  "hold_depth": 1,
  "ant_nets": 0,
  "dp.cells": 236,
  "fin_skew_ns": 0.001269,
  "hold_viol_final": 0,
  "critPathLaunchType": "register",
  "core_sq_um": 10230,
  "crit_type": "reg2reg",
  "clk_latency_ns": 0.25,
  "wirelength_um": 1890,
  "cts_inserted_buffers": 3,
  "unclocked_regs": 8,
  "irDropWorstVdd_mv": 0.1267,
  "drc_errors": 0,
  "dr.pass1.iters": 5,
  "cp-end-kind": "register",
  "grt_usage": 0.02612,
  "design_area_sq_um": 1486,
  "r2r_start": "PC[0]",
  "wl_met2_um": 815,
  "cts.path.max_buffers": 2,
  "chip_area_sq_um": 14880,
  "post_cts_resized": 0,
  "rsz0062_at_grt": "no",
  "synthCells": 93,
  "cp.required_ns": 2.64,
  "post-cts-setup-buffers": 0,
  "drive_gt1_frac": 0.1262,
  "initCoreUtil": 0.1169,
  "gp_congestion": 0.8310,
  "slowest_delay_ns": 0.51,
  "antenna_found_initial": 0,
  "vias": 679,
  "outcome": "finished clean",
  "synth.distinct_cells": 27,
  "grt.overflow.total": 0,
  "ys.flops": 28,
  "max_slew.worst_pin.slew_ns": 0.4983,
  "syn_to_final_growth_pct": 24.27,
  "fp.dieW_um": 122,
  "row_count": 37,
  "synth_area_sq_um": 1196,
  "grt_pass1_wl_um": 3229,
  "drt-met1-wl_um": 940,
  "r2r_slack_ns": 0.53,
  "slowest_stage": "edfxtp_1",
  "ys_area_sq_um": 1196,
  "relSlewSlack": 0.6647,
  "wl_per_cell_um": 7.908,
  "clk_pin_slew_ns": 0.07,
  "drv_slew": 0,
  "cellLeakagePower_nw": 0.5867,
  "die_y_um": 122,
  "yosys_cells": 93,
  "maxCapViolations": 0,
  "min_path_type": "reg2reg",
  "warnings": 30,
  "hold_start": "i[1]",
  "min_period_ns": 2.172,
  "met3_length_um": 135,
  "post-route-period-util": 0.8044,
  "hpwlAfterDp_um": 1500,
  "powerDensity_nw_per_um2": 354.6,
  "hold_buffers": 0,
  "post_dp_cell_area_sq_um": 1445,
  "grt_pass1_vias": 678,
  "cts.htree.levels": 1,
  "min_to": "i[1]",
  "whs_ns": 0.5662,
  "synth.avg_cell_area_sq_um": 12.86,
  "power_mw": 0.5270
}
synthesized netlist by cell type:
master,number,area share
nand2_1,5,0.016
or4_1,1,0.0063
edfxtp_1,20,0.50
nand3_1,2,0.0084
buf_4,1,0.0063
nor4_1,1,0.0052
xnor2_1,1,0.0073
or3b_2,2,0.015
o2bb2ai_1,1,0.0073
o21a_1,1,0.0063
o21ai_0,3,0.013
nand4_1,1,0.0052
a21oi_1,4,0.017
ha_1,9,0.094
and3_2,1,0.0063
mux2_2,5,0.047
clkbuf_1,1,0.0031
nand4b_1,1,0.0073
nand3b_1,1,0.0063
nand2b_1,1,0.0052
dlxtn_1,8,0.10
or4b_1,1,0.0084
xor2_1,7,0.051
nor2_1,2,0.0063
or2b_2,2,0.015
nor3_1,1,0.0042
inv_1,10,0.031
flip-flops by register name, summed over array words and instances (netlist names):
name and flops:
counter_5 2, PC 4, r 3, counter_3 2, i 3, led 8, counter_4 2, counter_6 2
j 2
cell families (layout without fill, tap and decap cells):
group / Yosys count / in the layout / share of synthesized area
multiplexers: 5 / 5 / 0.04707
flip-flops: 20 / 20 / 0.5021
buffers and inverters: 12 / 22 / 0.04080
AND-OR/OR-AND: 9 / 9 / 0.04289
AND/OR/NAND/NOR: 22 / 22 / 0.1140
latches: 8 / 8 / 0.1004
XOR/XNOR: 8 / 8 / 0.05858
adder cells (fa/ha/maj): 9 / 9 / 0.09414
worst max path at each step:
stage         start  slack, ns      endpoint
global route  PC[0]       0.36  counter_3[0]
finish        PC[0]       0.53  counter_3[0]
CTS           PC[0]       0.56  counter_3[0]
cell type report:
cell class / count / area, sq um
fillers: 1117 / 8745
flip-flops and latches: 28 / 720.7
clock buffers: 3 / 41.29
inverters: 10 / 37.54
multi-input cells: 53 / 426.7
repair buffers: 9 / 90.09
well taps: 136 / 170.2
power by group:
| part | total, mW | internal (mW) | switching (mW) |
|---|---|---|---|
| sequential | 0.337 | 0.337 | 0 |
| clock | 0.185 | 0.0990 | 0.0855 |
| combinational | 0.00590 | 0.00285 | 0.00305 |
| total | 0.527 | 0.438 | 0.0886 |
worst max-delay path, delay by kind of cell (launching register included):
family / cells / cell delay (ns)
adder cells (fa/ha/maj): 1 / 0.38
AND/OR/NAND/NOR: 1 / 0.48
AND-OR/OR-AND: 2 / 0.32
buffers and inverters: 1 / 0.17
flip-flops: 1 / 0.51
through the flow:
| stage | utilization | worst slack, ns |
|---|---|---|
| floorplan | - | 0.7180 |
| global placement | 0.1413 | 0.6153 |
| detailed placement | 0.1413 | 0.5468 |
| CTS | 0.1453 | 0.5570 |
| global route | 0.1453 | 0.3637 |
| finish | 0.1453 | 0.5282 |
routing by layer:
| metal | vias up | GRT usage |
|---|---|---|
| met5 | - | 0 |
| met4 | 0 | 0.002235 |
| met3 | 0 | 0.01080 |
| met2 | 11 | 0.03869 |
| met1 | 321 | 0.03650 |
| li1 | 347 | - |
placed cells by master (no fill, tap or decap):
cell type	instances
xnor2_1	1
nor2_1	2
and3_2	1
nand2b_1	1
o21ai_0	3
dlxtn_1	8
inv_1	10
or4_1	1
nor4_1	1
nand4b_1	1
xor2_1	7
nand2_1	5
clkdlybuf4s50_1	9
o21a_1	1
mux2_2	5
or3b_2	2
nor3_1	1
or2b_2	2
a21oi_1	4
clkbuf_8	3
nand3b_1	1
edfxtp_1	20
nand4_1	1
ha_1	9
o2bb2ai_1	1
or4b_1	1
nand3_1	2
No activity file was given, so power comes from the tool's default toggle rates.
